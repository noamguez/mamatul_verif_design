### design/flow/design.v
`resetall     		   
`timescale 1ns/10ps    
module fifo #(        
   parameter BUS_WIDTH = 32, 
   parameter DATA_WIDTH = 16,   
   parameter MAX_DIM=4          
)
( input wire clk,     
   input wire reset,  
   input wire start,   
   input wire enable_write,   
   input wire[BUS_WIDTH-1:0] data_in,    
   input wire [MAX_DIM/2-1:0] placementin,  
   input reassign_en, reassign,
   output reg[DATA_WIDTH-1:0]  data_out        
) ;
  reg [2*MAX_DIM*DATA_WIDTH-1:0] queue,queue_save ;	 
  reg copied;
  always @(posedge clk, negedge reset) begin: processing_queue   
    if (!reset) begin  
      data_out<= {DATA_WIDTH{1'b0}};    
      queue<={2*MAX_DIM*DATA_WIDTH{1'b0}};   
	  copied<=0;
    end  
    else if (start == 1'b1) begin          
		if (copied==0) begin
			queue_save<=queue;
			copied=1;
		end
        data_out <= queue[DATA_WIDTH-1:0];  
        queue<=queue >> DATA_WIDTH;			 
	end
	else if(reassign && reassign_en && !start) begin
		queue<=queue_save;
		copied<=1;
    end 
    else if (start == 1'b0 && enable_write==1) begin   
		queue[(placementin)*DATA_WIDTH+BUS_WIDTH-1-:BUS_WIDTH] <= data_in;     
    end   
	else copied<=0;
  end  
endmodule  
### design/flow/run.sh
#!/bin/bash
# OpenROAD 26Q1-2900-gdf79404cd8, Yosys 0.63+post, stock flow scripts
make -C /OpenROAD-flow-scripts/flow DESIGN_CONFIG=/design/flow/config.mk WORK_HOME=/design/flow/orfs finish
### design/flow/config.mk
export PLATFORM = sky130hd
export DESIGN_NAME = fifo
export DESIGN_NICKNAME = fifo
export VERILOG_FILES = /design/flow/design.v
export SDC_FILE = /design/flow/constraint.sdc
export NUM_CORES = 4
export LEC_CHECK = 1
export CORE_UTILIZATION = 30
### design/flow/constraint.sdc
current_design fifo

set clk_period 9.5
set clk_io_pct 0.2

create_clock -name clk0 -period $clk_period [get_ports {clk}]

set non_clock_inputs [all_inputs -no_clocks]
set_input_delay [expr $clk_period * $clk_io_pct] -clock clk0 $non_clock_inputs
set_output_delay [expr $clk_period * $clk_io_pct] -clock clk0 [all_outputs]
==> run notes <==
Physical design

Clock skew on the completed layout was measured at approximately 0.0096 ns. The largest buffer count on any clock path stands at 3. The cell area power density stands at just over 200 nW/um^2. Of all cell types, the one taking the most synthesized area is edfxtp_1.

Among all flip-flop cells after synthesis, the most frequent one is dfrtp_1. In this run the VDD rail shows a maximum IR drop of 0.0001227 V. TritonCTS built the clock tree. The quantity of I/O buffers inserted on ports stands at between 50 and 60. The count of filler cells inserted in the layout stands at around 3,800. STA classifies the critical path endpoint as a flop.

Static timing analysis puts the maximum clock frequency at ~0.22 GHz. Across all layers, the routed design uses 8,124 vias. In this run, the number of DRC markers left after iteration 0 of detailed routing was 682.

The area of the chip stands at 41,010 sq um. The number of resized instances in the post-cts repair step stands at 0. The per-cell via count in the routed design stands at between 5 and 6. Each instance of the synthesized netlist takes up on average 12.00 sq um. Counting instances in the post-synthesis netlist gives the leading cell types as dfrtp_1 (145), nand2_1 (142), edfxtp_1 (128), o21ai_0 (88), a22oi_1 (48). The die extent in x stands at approximately 200 microns. The boundary pin count stands at between 50 and 60. The final number of setup-violating endpoints stands at 0.

On the worst setup and hold paths after CTS, the clock-pin slew comes to 0.06 ns. Global routing finished with a remaining overflow of 0. The flow ran to the end, and the final reports show no timing, DRC or antenna violations. The count of standard-cell rows stands at roughly 73. The post-route fraction of the period consumed by the critical path stands at 47.91%.

Across all stage logs, warnings added up to 29. The count of cells along the worst hold path stands at 0. In the final layout, the share of cells above drive strength 1 is under 10%. Pins over their slew limit in the final report were tallied at 0. Entering global routing, the biggest net connects 99 pins. The worst-path maximum fanout stands at 24.

The number of synthesized flops with an enable pin stands at 128. The core utilization at floorplan stands at 30.36%. STA classifies the critical path startpoint as a primary input. The tightest min-delay check is of the flop to flop type. The worst hold path begins at queue[47].

The final wirelength stands at around 29 mm. Per the detail_route report, DRC violations left total 0. The synthesized area stands at around 12,000 sq um. The number of flip-flops and latches in the synthesized netlist stands at ~270.

The main area contributors are edfxtp_1 (32%), dfrtp_1 (30%), nand2_1 (4.4%). The core outline area stands at about 40,000 sq um. Total power for the finished layout comes to approximately 2.9 mW. Per STA, the startpoint of the critical path is placementin[0]. For this run the top cell type by instance count after synthesis was dfrtp_1. The async set or reset register ratio after synthesis stands at a little over half. The worst-margin pin slew stands at 0.9494 ns. The weighted congestion reported at the end of routability-driven placement stands at 0.9219.

Summed over all failing endpoints, the final setup total negative slack is 0 ns. The count of antenna-violating nets left after detailed routing stands at 0. The final hold violation count recorded for this run is 0. The number of antenna violations at the first check in global routing came to 0. Counting every instance in the synthesized netlist gives between 1,000 and 1,500.

Setup repair after global routing left no endpoint under its margin. Per the CTS log, the maximum H-tree level is 1. The number of max-cap violations stands at 0.

The number of buffers inserted during clock tree synthesis stands at 29. The worst pin sits at a relative slew slack of 36.70%. The worst setup path is of the primary input to flop kind.

The count of instantiated cells in the yosys netlist stands at between 1,000 and 1,500. After synthesis, the chip area reported by Yosys is approximately 12,000 sq um. After detailed routing, the average wire length per cell comes to approximately 19 microns. According to the floorplan report, the die height is between 200 and 250 microns.

The number of global-route vias before repair stands at around 8,000. The count of distinct cell types in the synthesized netlist stands at approximately 46. The count of synthesis-stage warnings from yosys stands at 1. The number of detailed-route iterations in the first pass stands at 8. The wire-length estimate of the detail-placed layout is ~18 mm. Relative to the synthesized area, the layout overhead comes to 15.32%. 0 antenna diodes ended up in the layout. For the worst reg-to-reg path, the startpoint reported by OpenROAD is copied. The source-to-sink clock delay at the later pin of the worst-skew pair stands at 0.54 ns. CTS placed an instance of clkbuf_16 at the clock tree root.

The clock tree has to reach about 270 sinks. The global-route wire length before repair stands at about 46 mm. The number of cell instances on the worst register-to-register path stands at 2. The number of setup buffers added after CTS stands at 0. The static power due to leakage stands at ~5.1 nW.

The sequential cell area fraction in the yosys report stands at between 60% and 70%. At the worst endpoint, the required time is 9.95 ns. For the worst setup path, the data arrival time is 5.00 ns.

The quantity of hold-fixing buffers added after cts stands at 0. The shortest clock period the worst path allows after layout stands at roughly 4.6 ns. The area fraction of the dominant cell type after synthesis stands at 31.86%.

The global-route usage over all layers stands at 14.78%.
## metrics by stage
step | hold WS, ns | setup slack, ns | util [%] | cells | cell area (sq um)
finish | 0.4714 | 4.949 | 35.01 | 1575 | 13910
global placement | 0.4517 | 4.547 | 32.59 | 1522 | 12950
global route | 0.4913 | 4.824 | 35.01 | 1575 | 13910
floorplan | 0.4416 | 3.526 | - | 1005 | 12060
CTS | 0.4751 | 4.995 | 35.01 | 1575 | 13910
detailed placement | 0.4589 | 4.465 | 32.59 | 1522 | 12950
## cell type report
cell class / instances / area, sq um / area share (%)
timing repair buffer: 74 / 695.7 / 5.001
multi-input combinational: 647 / 4113 / 29.56
inverter: 3 / 11.26 / 0.08095
tap: 525 / 656.9 / 4.722
sequential: 273 / 7472 / 53.71
clock inverter: 13 / 125.1 / 0.8994
clock buffer: 40 / 837.1 / 6.017
## worst paths after layout
| path | end | slack, ns |
|---|---|---|
| max in group asynchronous | queue[60] | 7.01 |
| max | queue[49] | 4.95 |
| min | queue_save[47] | 0.47 |
| min reg2reg | queue_save[47] | 0.47 |
| min in group asynchronous | queue[96] | 1.32 |
| max reg2reg | queue_save[5] | 7.29 |
## cells by family after synthesis
logic type	after synthesis	share of synthesized area, %
flip-flops	273	61.94
AND-OR/OR-AND	329	18.87
buffers and inverters	85	4.035
multiplexers	48	4.149
adder cells (fa/ha/maj)	5	0.5186
AND/OR/NAND/NOR	265	10.49
## worst max-delay path: stages
cell	delay (ns)
clkdlybuf4s50_1	0.45
buf_4	0.36
inv_1	0.20
ha_1	0.56
buf_4	0.34
nor2b_1	0.28
and4_1	0.60
a22oi_1	0.18
o21ai_0	0.11
## state kept, by name (all words and copies together), names as in the netlist
register    flops
queue         128
copied          1
data_out       16
queue_save    128
## power by group
part	internal (mW)	switching, mW	total (mW)
registers	1.35	0.0719	1.42
clock network	0.668	0.457	1.13
logic	0.154	0.178	0.331
total	2.17	0.707	2.88
## layout by cell type, fill, tap and decap left out, types with 3 or more instances in the layout
cell,count
clkbuf_1,4
nand2b_1,17
edfxtp_1,128
a22oi_1,48
o21a_1,16
nor2b_1,20
a21oi_1,34
o22ai_1,3
a221o_1,16
o21ai_0,88
nand2_1,142
o22a_1,14
nand3_1,20
nor3b_1,18
o21ai_1,20
buf_4,19
clkbuf_16,29
a21o_1,4
clkbuf_8,7
a221oi_1,16
mux2i_1,32
clkinv_2,8
clkdlybuf4s50_1,53
mux2_2,16
nor2_1,35
a222oi_1,13
inv_1,3
o32a_1,16
a31oi_1,18
dfrtp_1,145
a2bb2oi_1,16
ha_1,5
## layer usage
layer  share of wire (%)  routed length [microns]  global-route usage, %  vias to the layer above
met5                   0                        0                      0                        -
met2                  44                    12940                  21.29                      265
li1                    -                        -                      -                     3817
met3                 8.0                     2343                  4.363                       48
met1                  45                    13140                  22.77                     3994
met4                 2.8                      809                  3.759                        0
Power figures rest on the tool's default switching activity, not on a simulated workload.
