**design/flow/run.sh**
```bash
#!/bin/bash
# OpenROAD 26Q1-2900-gdf79404cd8, Yosys 0.63+post, stock flow scripts
make -C /OpenROAD-flow-scripts/flow DESIGN_CONFIG=/design/flow/config.mk WORK_HOME=/design/flow/orfs finish
```
**design/flow/config.mk**
```make
export PLATFORM = sky130hd
export DESIGN_NAME = pe
export DESIGN_NICKNAME = pe
export VERILOG_FILES = /design/flow/design.v
export SDC_FILE = /design/flow/constraint.sdc
export NUM_CORES = 4
export LEC_CHECK = 1
export CORE_UTILIZATION = 30
```
**design/flow/constraint.sdc**
```tcl
current_design pe

set clk_period 3.6
set clk_io_pct 0.2

create_clock -name clk0 -period $clk_period [get_ports {clk}]

set non_clock_inputs [all_inputs -no_clocks]
set_input_delay [expr $clk_period * $clk_io_pct] -clock clk0 $non_clock_inputs
set_output_delay [expr $clk_period * $clk_io_pct] -clock clk0 [all_outputs]
```
**design/flow/design.v**
```verilog
`resetall               
`timescale 1ns/10ps    
module pe #(   
	parameter BUS_WIDTH = 8,
   parameter DATA_WIDTH = 16  
)
( 
   input   wire    [DATA_WIDTH-1:0]  ain,          
   input   wire    [DATA_WIDTH-1:0]  bin,          
   input   wire                      reset,        
   input   wire                      clk,          
   input   wire                      start,        
   input   wire                      mode,         
   input   wire    [BUS_WIDTH-1:0]  cin,          
   output  reg     [DATA_WIDTH-1:0]  aout,         
   output  reg     [DATA_WIDTH-1:0]  bout,         
   output  reg     [BUS_WIDTH-1:0]  result_out,    
   output  wire 				  flag_o       
);
reg [BUS_WIDTH-1:0] result, mul; 
reg [BUS_WIDTH-1:0] result_w_bias;
reg [BUS_WIDTH-1:0] a_in_se, b_in_se;  
reg flag,flag_temp, msb_mul, flag_bias;      
reg msb_res;    
assign flag_o = flag;
always @(posedge clk, negedge reset) begin: ACCOMULATOR  
if(reset==0) begin  
  result<=0; 
  mul <= 0;
  flag <=0;
  flag_bias<=0;
  flag_temp <=0;
end  
else if(start==1) begin 
  mul <= a_in_se *  b_in_se;
  msb_mul <= mul[BUS_WIDTH-1];
  msb_res <= result[BUS_WIDTH-1];
  result <= result+ mul; 
  result_w_bias<=result+cin;
  if(msb_mul==msb_res)
    flag_temp <= result[BUS_WIDTH-1]^(msb_mul&msb_res);
  if (mode && cin[BUS_WIDTH-1]==result[BUS_WIDTH-1])
      flag_bias <= result_w_bias[BUS_WIDTH-1]^(result[BUS_WIDTH-1]);
  flag <= flag | flag_temp | flag_bias;
end 
else begin
  result<=0; 
  mul <= 0;
  flag <=0;
  flag_temp <=0;
  end
end 
always @(posedge clk, negedge reset) begin: register_for_AB  
if(reset==0) begin 
  aout<=0; 
  bout<= 0; 
end
else if(start==1) begin 
  aout<=ain; 
  bout<=bin; 
end 
end 
always @* begin
  a_in_se[DATA_WIDTH-1:0]<=ain; 
  b_in_se[DATA_WIDTH-1:0]<=bin; 
  a_in_se[BUS_WIDTH-1:DATA_WIDTH]<={(BUS_WIDTH-DATA_WIDTH){ain[DATA_WIDTH-1]}};
  b_in_se[BUS_WIDTH-1:DATA_WIDTH]<={(BUS_WIDTH-DATA_WIDTH){bin[DATA_WIDTH-1]}};
end 
always @* begin: addbias  
  case(mode)
      1'b1: result_out = result_w_bias;  
    default: result_out = result;     
  endcase  
  end 
endmodule  
```
==> results.toml <==
# yosys + openroad results
[grt]
antenna_found_initial = 0
grt.met3_usage = 0.0340
gr-usage-met1 = 0.181
gr-max-usage-layer = "met2"
grt-ovfl-total = 0
grt_pass1_vias = 2689
grt.met2_usage = 0.202
grt_max_degree = 52
grt_first_pass_wirelength_um = 12400
grt_usage = 0.126

[floorplan]
rows = 39
die_h_um = 111
die_area_mm2 = 0.0123
io_pins = 85
die_w_um = 111
core_region_area_mm2 = 0.0115
fp_util = 0.310

[sta]
fin_crit_sh = 0.970
worst_slack_ns = 0.109
final_hold_viol_count = 0
post-route-min-period_ns = 3.49
setup_viol = 0
clock.fmax_ghz = 0.286
drv_slew = 0
rsz0062_at_grt = "false"
clock-skew-final_ns = 0.00575
tightest_slew_ns = 0.653
timing.slew.headroom = 0.564

[synthesis]
syn_avg_cell_area_um2 = 12.0
synthCells = 295
ff_type = "dfrtp_1"
ys.warnings.count = 9
top_area_frac = 0.359
area_leaders = "dfrtp_1, mux2_1, ha_1"
synth_area_leader_cell = "dfrtp_1"
ys_area_mm2 = 0.00355
synth_cell_types = 30
netlist_area_mm2 = 0.00355
async_reset_ff_frac = 0.836
ys_seq_elements = 61
postSynthSeqShare = 0.444
yosysCellCount = 295
edf_count = 10

[worst_setup_path]
start_kind = "primary input"
crit_type = "primary input to register"
worstPathRequired_ns = 3.81
endpoint_kind = "register"
cp.arrival_ns = 3.70
rr_worst_depth = 8
crit_fanout = 2

[job]
drv_cap = 0
log.warning_count = 25

[finish]
layout_top_cell = "clkdlybuf4s50_1"
fin_util = 0.436
layoutNonFillerInstCount = 555
area_growth_pct = 40.6
final_cell_mix = "clkdlybuf4s50_1, dfrtp_1, mux2_1, and2_1, ha_1"
design_area_mm2 = 0.00499
drive_gt1_frac = 0.165

[clocking]
cts_num_sinks = 61
cts_tree = "yes"
postCtsHoldBufs = 0
cts_root_buf = "clkbuf_16"
clk-insertion-delay-late_ns = 0.32
path_clk_slew_ns = 0.05
numCtsBuffers = 9
cts_buffer_depth = 2
htreeDepth = 3

[min_path]
worst_hold_path_type = "register to register"
hold_depth = 0

[detailed_routing]
drtPass1Iterations = 3
wire_per_inst_um = 12.3
via_count = 2458
drt_iter0_markers = 51
drc = 0
final_antenna_net_count = 0
viasPerCell = 4.43
antennaDiodeCount = 0
drt_wl_total_um = 6850

[placed_design]
dpl-instance-area_mm2 = 0.00474
dp_cells = 539
dp_slack_ns = -0.733
port_buffers = 84
dp_hpwl_um = 5050
finalWeightedCongestion = 0.883

[power_and_ir_drop]
power.total_uw = 2490
power.leakage_uw = 0.00227
peakVddDrop_mv = 0.235
p_per_area_mw_per_mm2 = 498

[run_status]
status = "finished, final reports clean"
final timing paths:
kind	startpoint	end	slack, ns
max in group asynchronous	reset	result[2]	2.59
hold / removal	mul[7]	msb_mul	0.46
setup reg to reg	result[0]	result[6]	1.57
setup / recovery	ain[5]	mul[7]	0.11
min in group asynchronous	reset	aout[12]	0.57
hold reg to reg	mul[7]	msb_mul	0.46
sequential cells by signal, summed over array words and instances, names as in the netlist:
| name | cells |
|---|---|
| aout | 16 |
| bout | 16 |
| flag | 1 |
| flag_bias | 1 |
| flag_temp | 1 |
| msb_mul | 1 |
| msb_res | 1 |
| mul | 8 |
| result | 8 |
| result_w_bias | 8 |
through the flow:
| step | hold WS, ns | setup TNS, ns |
|---|---|---|
| 3_5_place_dp | 0.456 | -2.20 |
| 2_1_floorplan | 0.423 | 0 |
| 6_report | 0.464 | 0 |
| 4_1_cts | 0.466 | 0 |
| 3_3_place_gp | 0.469 | -2.02 |
| 5_1_grt | 0.474 | 0 |
kinds of logic after synthesis:
kind of cell | synth area share
fa+ha+maj | 0.181
mux | 0.124
buf+inv | 0.0275
xor+xnor | 0.0701
flops | 0.444
simple gates | 0.102
compound gates | 0.0521
final cells by class:
class	instances	area, um^2
Sequential cell	61	1580
Multi-Input combinational cell	208	1940
Timing Repair Buffer	109	973
Fill cell	1040	6470
Clock inverter	6	30.0
Clock buffer	10	229
Inverter	18	67.6
Tap cell	143	179
worst max-delay path, cell delays in order:
cell and delay (ns):
clkdlybuf4s15_2 0.20, nand2_4 0.05, fa_1 0.52, inv_2 0.04, fa_1 0.51, fa_1 0.43
fa_2 0.37, xnor2_2 0.20, xnor2_2 0.13, xnor3_1 0.23, xor2_1 0.14, and2_1 0.15
metal layers:
metal | wire (um) | up-vias
met1 | 3200 | 1171
met3 | 393 | 5
met2 | 3220 | 60
met4 | 40 | 0
li1 | - | 1222
met5 | 0 | -
where the power goes:
group,total [uW],switching (uW),internal [uW]
sequential,905,70.7,834
clock,748,292,456
combinational,833,333,500
Yosys cell counts (7+ instances only):
master    instances
dfrtp_1          51
edfxtp_1         10
ha_1             29
xnor2_1          16
xor2_1            8
inv_1            17
fa_1             14
mux2_1           39
nor2_1            7
a21oi_1          10
clkbuf_1          8
and2_1           32
nand2_1          23
repair_timing:
action / 4_1_cts / 5_1_grt
setup endpoints to repair: 4 / 2
buffers inserted: 0 / 0
resized: 37 / 19
pin swaps: 11 / 16
No activity file was given, so power comes from the tool's default toggle rates.
